<file path="run.sh">
#!/bin/bash
# OpenROAD 26Q1-2900-gdf79404cd8, Yosys 0.63+post, stock flow scripts
make -C /OpenROAD-flow-scripts/flow DESIGN_CONFIG=/design/flow/config.mk WORK_HOME=/design/flow/orfs finish
</file>
<file path="config.mk">
export PLATFORM = sky130hd
export DESIGN_NAME = Ring
export DESIGN_NICKNAME = Ring
export VERILOG_FILES = /design/flow/design.v
export SDC_FILE = /design/flow/constraint.sdc
export NUM_CORES = 4
export LEC_CHECK = 1
export CORE_AREA = 10 10 70 70
export DIE_AREA = 0 0 80 80
</file>
<file path="constraint.sdc">
current_design Ring

set clk_period 1.8
set clk_io_pct 0.2

create_clock -name clk0 -period $clk_period [get_ports {CP_1Khz}]

set non_clock_inputs [all_inputs -no_clocks]
set_input_delay [expr $clk_period * $clk_io_pct] -clock clk0 $non_clock_inputs
set_output_delay [expr $clk_period * $clk_io_pct] -clock clk0 [all_outputs]
</file>
<file path="design.v">
module Ring(
	input [7:0]minute,second,
	input CP_1Khz,
	output reg Low_sound,High_sound
);
always@(posedge CP_1Khz)
begin
	Low_sound<=1'b0;
	High_sound<=1'b0;
	if(minute==8'b01011001)
	begin
		if(second==8'b01010001|second==8'b01010011|second==8'b01010111)
			Low_sound<=1'b1;
		else if(second==8'b01011001)
			High_sound<=1'b1;
	end
end
endmodule
</file>
==> deck_impl_summary.md <==
Flow Results at a Glance

Routing
  • Average wire per standard cell: 9.700 microns
  • Via-per-instance ratio: 2.263
  • Ant. Diodes: 0
  • DRC: 0
  • 1st-iter DRT viols: 4
  • DRT antenna net count: 0
  • Via count: 181
  • DR pass1 iterations: 2
  • WL final: 776 microns

Placed design
  • Worst slack at placement: 0.2614 ns
  • Post-DP Area: 369.1 sq um
  • GPL Wtd Cong: 0.6919
  • I/O Buffers: 18
  • Dpl cells: 77

Worst setup path
  • Critical path fanouts, max: 1
  • Critical Path AT: 1.01 ns
  • Sum of buffers and inverters on the critical path: 1
  • Crit-path cells: clkdlybuf4s50_1
  • Critical path endpoint category: output pin
  • CP max stage cell: clkdlybuf4s50_1
  • Kind of critical path: reg -> out
  • Critical path's top delay family: buffers and inverters
  • Critical Path Source Type: flip-flop
  • Crit-path max cell delay: 0.49 ns
  • Worst path required time: 1.44 ns

Clock network
  • H-tree levels: 1
  • Clock tree buffer depth: 2
  • Cts-stage hold buffer count: 0
  • CTS tree: done
  • Postcts setup bufs: 0
  • CTS root buf: clkbuf_4
  • CTS resizes: 0
  • Clock-pin slew of the registers on the worst-case setup and hold paths: 0.03 ns
  • Clock Sinks: 2
  • Total CTS buffers: 3

Global route
  • Number of global-route vias before repair: 227
  • First-pass GRT wire length: 1152 microns
  • Largest net degree at the start of global routing: 3
  • Overall routing resource usage: 2.519%
  • Initial antenna violation count: 0
  • Grt ovf: 0

STA
  • Final Setup Violations: 0
  • Max Clk Rate: 729.6 MHz
  • Fin worst setup slack: 0.4294 ns
  • Final Hold Fails: 0
  • Relative slew slack: 82.81%
  • Cycle use final: 76.15%
  • WHS: 0.7163 ns
  • Min Tclk post-route: 1.371 ns
  • RSZ-0062 raised after global routing: false
  • Sum of negative setup slack: 0 ns
  • Final Slew Violations: 0
  • Worst Tran Pin Value: 0.2555 ns

Floorplanning
  • Die height: 80 microns
  • FP Core Util: 3.846%
  • I/O pins: 19
  • Chip width: 80 microns
  • Die area: 6400 sq um
  • Core box area: 3416 sq um
  • Row Count: 21

Flow run
  • Log Warnings: 25
  • Max-cap violations: 0

Cells and area
  • Seq. cell area: 40.04 sq um
  • Final core occ: 11.47%
  • Final-layout fill cell count: 405
  • Ratio of cells with drive above 1 in the final layout: 20.59%
  • Final instance area: 391.6 sq um
  • Non-Filler Instances: 80
  • Logic area: 91.34 sq um
  • Synthesis-to-finish area growth: 198.1%

Synth
  • Synth Seq Share: 30.48%
  • Top cells, area: dfxtp_1 30%, and4bb_2 19%, nand2b_4 10%
  • Ys cells: 13
  • Flops after synth: 2
  • Yosys chip area: 131.4 sq um
  • Cells after Synth: 13
  • Cell type with the largest total area after synthesis: dfxtp_1
  • Syn_area_per_cell: 10.11 sq um
  • Synth Warn #: 1
  • Area leader share: 30.48%
  • Cell Type Count: 9
  • Cell area after synthesis: 131.4 sq um

Power and ir drop
  • Leakage dissipation: 0.1247 nW
  • VDD IR max: 0.05312 mV
  • Total power: 0.1902 mW
  • Pwr/cell area: 485.7 nW/um^2

Status
  • Run status: finished clean

Worst hold path
  • HP Class: in -> reg
[flip-flops by register name (all words and copies together), names as in the netlist]
name / count
High_sound: 1
Low_sound: 1
[layout by cell type, fill, tap and decap left out]
master / n
nand2b_4: 1
clkbuf_4: 3
nand2_1: 2
clkdlybuf4s50_1: 18
nand2b_1: 2
and4bb_2: 2
or3_1: 1
nor4_1: 1
nand3b_1: 1
nor4_2: 1
dfxtp_1: 2
[power by group]
group          switching [mW]  internal [mW]  total, mW
Sequential        0.000000487         0.0447     0.0447
Clock                  0.0272         0.0737      0.101
Combinational         0.00865         0.0360     0.0447
Total                  0.0359          0.154      0.190
[cell usage after synthesis]
library cell  n
nand2_1       2
dfxtp_1       2
nor4_1        1
and4bb_2      2
nand3b_1      1
nand2b_4      1
nand2b_1      2
or3_1         1
nor4_2        1
[path summary, 6_finish.rpt]
check / startpoint / to / cells past startpoint
setup / recovery: High_sound / High_sound / 1
hold / removal: second[3] / High_sound / 3
[kinds of logic (layout without fill, tap and decap cells)]
| group | count (synthesis) | count (layout) | share of synthesized area, % |
|---|---|---|---|
| buffers and inverters | 0 | 21 | 0 |
| flip-flops | 2 | 2 | 30.48 |
| AND/OR/NAND/NOR | 11 | 11 | 69.53 |
[layer usage]
layer | global-route usage (%) | vias to the layer above | part of all wire (%)
met2 | 3.130 | 15 | 36
met4 | 1.056 | 0 | 3.7
met3 | 2.841 | 4 | 21
met5 | 0 | - | 0
met1 | 2.578 | 71 | 40
li1 | - | 91 | -
[final cells by class]
| cell class | count | area share [%] |
|---|---|---|
| sequential | 2 | 10.22 |
| clock buffer | 3 | 5.751 |
| multi-input combinational | 11 | 23.32 |
| tap | 46 | 14.70 |
| timing repair buffer | 18 | 46.01 |
Power figures rest on the tool's default switching activity, not on a simulated workload.
